==> ./design.v <==
module AdderOverflow ( result, overflow, in_a, in_b );
parameter DATA_WIDTH = 16;
parameter MAX_VALUE = (2 ** (DATA_WIDTH-1)) - 1;
output signed [DATA_WIDTH-1:0] result;        
output overflow;                              
input signed [DATA_WIDTH-1:0] in_a;           
input signed [DATA_WIDTH-1:0] in_b;           
wire signed [DATA_WIDTH-1:0] summation;
assign summation = in_a + in_b;
assign overflow = ((in_a[DATA_WIDTH-1] == in_b[DATA_WIDTH-1]) & (summation[DATA_WIDTH-1] != in_a[DATA_WIDTH-1]));
assign result = (overflow) ? ( (in_a[DATA_WIDTH-1]) ? -(MAX_VALUE+1) : MAX_VALUE ) : summation;
endmodule 
==> ./run.sh <==
#!/bin/bash
# OpenROAD 26Q1-2900-gdf79404cd8, Yosys 0.63+post, stock flow scripts
make -C /OpenROAD-flow-scripts/flow DESIGN_CONFIG=/design/flow/config.mk WORK_HOME=/design/flow/orfs finish
==> ./config.mk <==
export PLATFORM = sky130hd
export DESIGN_NAME = AdderOverflow
export DESIGN_NICKNAME = AdderOverflow
export VERILOG_FILES = /design/flow/design.v
export SDC_FILE = /design/flow/constraint.sdc
export NUM_CORES = 4
export LEC_CHECK = 1
export CORE_AREA = 10 10 74 74
export DIE_AREA = 0 0 84 84
==> ./constraint.sdc <==
current_design AdderOverflow

set clk_period 11.1
set clk_io_pct 0.2

create_clock -name clk0 -period $clk_period

set non_clock_inputs [all_inputs -no_clocks]
set_input_delay [expr $clk_period * $clk_io_pct] -clock clk0 $non_clock_inputs
set_output_delay [expr $clk_period * $clk_io_pct] -clock clk0 [all_outputs]
==> summary.txt <==
Synthesis and PnR results.

- The cell area after synthesis is 880 um^2.
- In the Yosys report the total cell count is 112.
- Per the detail_route report, inserted antenna diodes total 0.
- The final number of setup-violating endpoints reads 0.
- The sort of element at the start of the critical path reads an input pin.
- The buffers inserted during post-CTS setup optimization reads 0.
- The worst hold slack reads 5.56 ns.
- The actual transition at the worst max-transition pin is 0.816 ns.
- The maximum fanout along the worst path reads 16.
- Per the cell usage report, the commonest logic cells after layout are 49 x sky130_fd_sc_hd__clkdlybuf4s50_1, 15 x sky130_fd_sc_hd__ha_1, 14 x sky130_fd_sc_hd__o22ai_1.
- The number of resized instances in the post-cts repair step is 0.
- The average size of a mapped cell reads 7.85 um^2.
- The final report gives the standard cell area, fillers excluded, as 1410 um^2.
- The layout overhead on the synthesized area is 59.9%.
- In the power breakdown, the internal column shows 0.0536 mW.
- The worst relative slew slack is 0.456.
- The wire length of the first global-routing pass reads 4.63 mm.
- Setup repair after global routing left no endpoint under its margin.
- At the worst endpoint, the arrival time is 5.23 ns.
- The detail-routed net length per standard cell reads 13.2 um.
- The post-synth area from yosys stat reads 880 um^2.
- The half-perimeter wire length after detailed placement reads 2.41 mm.
- The worst slack at placement is 3.66 ns.
- The number of standard cells after synthesis reads 112.
- The analysis reports a worst IR drop on VDD of 0.0199 mV.
- The power density of the placed cells is 63.1 nW/um^2.
- The overall die area is 7060 um^2.
- The total leakage power is 0.549 nW.
- OpenROAD emitted warnings numbering 32.
- The flow ran to the end, and the final reports show no timing, DRC or antenna violations.
- The number of failing hold endpoints at the final stage reads 0.
- The number of antenna violations at the first check in global routing reads 0.
- In this run the vertical extent of the chip is 84 um.
- The kind of critical path is input pin to primary output.
- The fraction of final layout cells with drive strength greater than 1 is 0.0892.
- The placed instances occupy a cell area of 1410 um^2.
- The post-layout instance count excluding filler cells is 207.
- The total of buffers placed on input and output ports reads 49.
- The hold buffer count at CTS reads 0.
- The detailed router reported a total wirelength of 2.73 mm.
- The share of the yosys chip area belonging to registers reads 0.
- The final power report lists total power as 0.0888 mW.
- The DRC violations left reads 0.
- The Yosys step of the flow raised 0 warnings.
- The largest net degree at the start of global routing is 18.
- For the worst setup path, the data required time is 8.88 ns.
- Setup total negative slack on the finished layout was measured at 0 ns.
- The proportion of power drawn by flip-flops and latches reads 0.
- The final-layout clock buffer total is 0.
- The clock power share reads 0.
- Per the cell usage report, the commonest logic cell in the layout is sky130_fd_sc_hd__clkdlybuf4s50_1.
- The portion of total power attributed to combinational logic is 1.000.
- The worst setup path is captured at a primary output.
- The end-of-flow core utilization reads 0.354.
- In the final layout, flip-flops and latches occupy 0 um^2.
- Per the gpl log, the routability congestion estimate is 0.820.
- The shortest period the worst path allows is 7.45 ns.
- In the finished design, the share of the clock period the worst path needs comes to 0.671.
- The number of instances in the placed design is 207.
- The routed layout has 987 vias.
- The net switching component of the power is 0.0352 mW.
- The number of DRC markers after the initial detailed-route iteration reads 49.
- The number of nets with antenna violations after routing reads 0.
- For this run, the total global-route usage over all layers was measured as 0.0735.
- The floorplan core area reads 3970 um^2.
- Max-slew check failures listed in the final report amount to 0.
- Setup slack on the critical path of the routed design comes to 3.65 ns.
- The number of rows in the core area reads 23.
- The overflow left after global routing reads 0.
- The switching portion of total power reads 0.397.
- The flop count reads 0.
- The highest attainable clock frequency reads 134 MHz.
- The number of maximum-capacitance constraint violations is 0.
- The detailed-routing iteration count for the pre-antenna-repair pass is 4.
- In this run the count of I/O pins placed on the die edge is 49.
- The number of global-route vias before repair was 973.
- According to the hold report, the worst path is of the input pin to primary output type.
- Per the synthesis report, the number of distinct cell types is 43.
- The via density per instance reads 4.77.
- The width of the chip reads 84 um.
- For this configuration, the core starts out at a cell density of 0.221.
-- logic make-up (layout without fill, tap and decap cells) --
| kind of cell | count (synthesis) | after routing | synth area share |
|---|---|---|---|
| XOR/XNOR | 10 | 10 | 0.0996 |
| adder cells (fa/ha/maj) | 17 | 17 | 0.248 |
| AND-OR/OR-AND | 53 | 53 | 0.452 |
| AND/OR/NAND/NOR | 25 | 25 | 0.158 |
| buffers and inverters | 7 | 52 | 0.0427 |
-- cell usage after synthesis, drive strengths merged, types with 2 or more instances --
cell type	instances	area [um^2]
ha	15	188
o22ai	14	87.6
a21oi	11	58.8
nand2	8	30.0
xor2	7	61.3
o21ai	6	30.0
a211oi	4	42.5
a21o	4	37.5
a31oi	3	25.0
and3	3	21.3
buf	3	22.5
inv	3	11.3
nand3	3	15.0
o21a	3	22.5
xnor2	3	26.3
and2	2	13.8
nor2	2	7.51
o32ai	2	17.5
-- final timing paths --
path | from | end | slack [ns] | cells past startpoint
max | in_a[9] | overflow | 3.65 | 9
min | in_a[15] | result[15] | 5.56 | 3
-- power by group through the flow --
| stage | clock network [mW] | logic, mW | registers [mW] |
|---|---|---|---|
| after CTS | 0 | 0.0905 | 0 |
| after global routing | 0 | 0.0990 | 0 |
| final | 0 | 0.0888 | 0 |
-- worst max-delay path, stage by stage --
cell	delay, ns
sky130_fd_sc_hd__clkdlybuf4s50_1	0.40
sky130_fd_sc_hd__ha_1	0.37
sky130_fd_sc_hd__and4_4	0.24
sky130_fd_sc_hd__a221oi_2	0.20
sky130_fd_sc_hd__o21ai_1	0.12
sky130_fd_sc_hd__a21o_4	0.23
sky130_fd_sc_hd__a2111oi_4	0.74
sky130_fd_sc_hd__o21bai_1	0.21
sky130_fd_sc_hd__clkdlybuf4s50_1	0.48
-- final cells by class --
type	count	area, um^2
timing repair buffer	49	490
tap	50	62.6
fill	420	2560
multi-input combinational	105	842
inverter	3	11.3
-- metal layers --
metal	GRT usage	part of all wire	vias to the layer above
li1	-	-	535
met1	0.105	0.49	420
met2	0.114	0.43	32
met3	0.0197	0.074	0
met4	0	0	0
met5	0	0	-
Power figures rest on the tool's default switching activity, not on a simulated workload.
